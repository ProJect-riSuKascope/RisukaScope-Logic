==> ./design.v <==
module stream_buffer(
    input  wire clk,
    input  wire reset_n,
    input  wire ce,
    input  wire [15:0] tdata_s,
    input  wire        tlast_s,         
    input  wire        tuser_s,          
    input  wire        tvalid_s,
    output wire        tready_s,
    input  wire [31:0]     haddr_s,
    input  wire [2:0]      hburst_s,
    input  wire [2:0]      hsize_s,
    input  wire [1:0]      htrans_s,
    input  wire [31:0]     hwdata_s,
    input  wire            hwrite_s,
    output reg  [31:0]     hrdata_s,
    output reg             hreadyout_s,
    output reg             hresp_s,
    input  wire            hsel_s
);
    reg  [15:0] buffer [0:1023];
    reg  [9:0]  idx;
    localparam STAT_IDLE  = 1'b0;
    localparam STAT_WRITE = 1'b1;
    reg  [1:0]  stat;
    always @(posedge clk, negedge reset_n) begin
        if(!reset_n) begin
            stat <= STAT_IDLE;
            idx  <= 'd0;
        end
        else begin
        if(ce) begin
            case(stat)
            STAT_IDLE:begin
                if(tuser_s) begin
                    stat <= STAT_WRITE;
                    idx  <= 'h0;
                end
            end
            STAT_WRITE:begin
                if(tvalid_s && tready_s) begin
                    buffer[idx] <= tdata_s;
                    idx         <= idx + 1;
                    if(tlast_s)
                        stat <= STAT_IDLE;
                end
            end
            endcase
        end
        end
    end
    assign tready_s = (stat == STAT_WRITE);
    reg  [31:0] haddr_last;
    reg         hwrite_last;
    reg  [31:0] hwdata_last;
    wire        ahb_writeable;
    task reg_read_ahb();
    begin
        hrdata_s <= buffer[haddr_s];
    end
    endtask
    task reg_write_ahb();
    begin
    end
    endtask
    assign ahb_writeable = 1'b0;
    task reg_reset_ahb();
    begin
    end
    endtask
    task reg_update_ahb();
    begin
    end
    endtask
    localparam  AHB_IDLE  = 2'b00;
    localparam  AHB_READ  = 2'b01;
    localparam  AHB_WRITE = 2'b10;
    localparam  AHB_ERROR = 2'b11;
    reg  [1:0]  ahb_stat;
    task ahb_transcation();
    begin
        if(hwrite_s)
            ahb_stat <= AHB_WRITE;
        else begin
            if((haddr_last == haddr_s) && ahb_writeable)
                hrdata_s <= hwdata_s;
            else
                reg_read_ahb();
            ahb_stat <= AHB_READ;
        end
        haddr_last  <= haddr_s;
    end
    endtask
    always @(posedge clk, negedge reset_n) begin
        if(!reset_n) begin
            haddr_last  <= 0;
            hrdata_s    <= 'h0;
            reg_reset_ahb();
            ahb_stat <= AHB_IDLE;
        end
        else begin
        if(ce) begin
            case(ahb_stat)
                AHB_IDLE, AHB_READ:begin
                    if(hsel_s) begin
                        ahb_transcation();
                    end
                    else begin
                        ahb_stat <= AHB_IDLE;
                        reg_update_ahb();
                    end
                end
                AHB_WRITE:begin
                    if(hsel_s) begin
                        reg_write_ahb();
                        ahb_transcation();
                    end
                    else
                        ahb_stat <= AHB_IDLE;
                end
                AHB_ERROR:begin
                    ahb_stat <= AHB_IDLE;
                end
            endcase
        end
    end
    end
    always @(*) begin
        case(ahb_stat)
            AHB_IDLE, AHB_READ:begin
                hreadyout_s = 1'b1;
                hresp_s     = 1'b0;
            end
            AHB_WRITE:begin
                hresp_s     = 1'b0;
                hreadyout_s = 1'b1;
            end
            AHB_ERROR:begin
                hresp_s     = 1'b1;
                hreadyout_s = 1'b0;
            end
            default:begin
                hresp_s     = 1'b0;
                hreadyout_s = 1'b1;
            end
        endcase
    end
endmodule
==> ./run.sh <==
#!/bin/bash
# OpenROAD 26Q1-2900-gdf79404cd8, Yosys 0.63+post, stock flow scripts
make -C /OpenROAD-flow-scripts/flow DESIGN_CONFIG=/design/flow/config.mk WORK_HOME=/design/flow/orfs finish
==> ./config.mk <==
export PLATFORM = sky130hd
export DESIGN_NAME = stream_buffer
export DESIGN_NICKNAME = stream_buffer
export VERILOG_FILES = /design/flow/design.v
export SDC_FILE = /design/flow/constraint.sdc
export NUM_CORES = 4
export LEC_CHECK = 1
export CORE_UTILIZATION = 40
==> ./constraint.sdc <==
current_design stream_buffer

set clk_period 18.9
set clk_io_pct 0.2

create_clock -name clk0 -period $clk_period [get_ports {clk}]

set non_clock_inputs [all_inputs -no_clocks]
set_input_delay [expr $clk_period * $clk_io_pct] -clock clk0 $non_clock_inputs
set_output_delay [expr $clk_period * $clk_io_pct] -clock clk0 [all_outputs]
==> run_summary.xml <==
<?xml version="1.0" encoding="UTF-8"?>
<metrics>
  <group name="status">
    <metric name="run_status" unit="">stopped before the end</metric>
    <metric name="stop_stage" unit="">global routing</metric>
    <metric name="first-error" unit="">[ERROR GRT-0116] Global routing finished with congestion. Check the congestion regions in the DRC Viewer.</metric>
  </group>
  <group name="clock_network">
    <metric name="cts_buffer_count" unit="">1758</metric>
    <metric name="post-cts-setup-buffers" unit="">0</metric>
    <metric name="cts.repair.resized" unit="">0</metric>
    <metric name="clock_tree.buffer_depth" unit="">6</metric>
    <metric name="numClockSinks" unit="">16400</metric>
    <metric name="cts.root.buffer_cell" unit="">sky130_fd_sc_hd__clkbuf_16</metric>
    <metric name="ctsHoldBuffers" unit="">0</metric>
    <metric name="ctsHtreeMaxLevel" unit="">7</metric>
  </group>
  <group name="floorplanning">
    <metric name="standard_cell_row_count" unit="">452</metric>
    <metric name="die.size.x" unit="um">1240</metric>
    <metric name="die_height" unit="um">1240</metric>
    <metric name="initCoreUtil" unit="%">40.1</metric>
    <metric name="io_pins" unit="">131</metric>
  </group>
  <group name="global_route">
    <metric name="grt_overflow_total" unit="">23100</metric>
    <metric name="first_global_vias" unit="">709000</metric>
    <metric name="pin_count_of_the_biggest_net_entering_global_routing" unit="">154</metric>
    <metric name="wire_length_of_the_first_global_routing_pass" unit="um">8770000</metric>
    <metric name="groute.usage.overall" unit="%">95.2</metric>
  </group>
  <group name="synth">
    <metric name="ys_async_sr_fraction" unit="%">0.189</metric>
    <metric name="ys_cells" unit="">34800</metric>
    <metric name="post_synth_inst_count" unit="">34800</metric>
    <metric name="netlist_top_cells_area" unit="">sky130_fd_sc_hd__edfxtp_1 81%, sky130_fd_sc_hd__a22oi_1 7.3%, sky130_fd_sc_hd__a22o_1 1.1%, sky130_fd_sc_hd__nor2_1 0.96%, sky130_fd_sc_hd__nand4_1 0.90%</metric>
    <metric name="netlist.top_cell.by_instances" unit="">sky130_fd_sc_hd__edfxtp_1</metric>
    <metric name="synth.yosys.chip_area" unit="um2">608000</metric>
    <metric name="top_area_share" unit="%">80.9</metric>
    <metric name="distinct_cell_type_count_of_the_synthesized_netlist" unit="">98</metric>
    <metric name="edf_count" unit="">16400</metric>
    <metric name="post_synth.cell_area_avg" unit="um2">17.5</metric>
    <metric name="post_syn_area" unit="um2">608000</metric>
    <metric name="synth_sequential_area_ratio" unit="%">81.0</metric>
    <metric name="numSynthFlops" unit="">16400</metric>
    <metric name="synth_warnings" unit="">2</metric>
    <metric name="ys_dominant_reg_cell" unit="">sky130_fd_sc_hd__edfxtp_1</metric>
    <metric name="post_synth_most_frequent_cells" unit="">16400 x sky130_fd_sc_hd__edfxtp_1, 5914 x sky130_fd_sc_hd__a22oi_1, 1558 x sky130_fd_sc_hd__nor2_1, 1437 x sky130_fd_sc_hd__clkbuf_1, 1205 x sky130_fd_sc_hd__nand2_1</metric>
    <metric name="top_area_cell" unit="">sky130_fd_sc_hd__edfxtp_1</metric>
  </group>
  <group name="placed_design">
    <metric name="gp_congestion" unit="">1.43</metric>
    <metric name="port-buffer-count" unit="">50</metric>
    <metric name="post-place-cells" unit="">58900</metric>
    <metric name="dpl.hpwl" unit="um">4490000</metric>
    <metric name="placed_instance_area" unit="um2">685000</metric>
  </group>
</metrics>
## layer usage
layer  track usage, %  GRT overflow
met4             93.3          5474
met3             94.4          4235
met2             98.9          8666
met5             87.9           510
met1             93.4          4212
## cells by family after synthesis
group | after synthesis | share of synthesized area [%]
AOI/OAI and AO/OA | 9853 | 12.2
xor gates and xnor gates | 22 | 0.0329
adders and majority gates | 4 | 0.00823
buffers and inverters | 2274 | 1.55
DFF | 16400 | 81.0
muxes | 23 | 0.0389
other | 2 | 0.00123
and+or+nand+nor | 6254 | 5.15
## stage by stage
stage,hold slack (ps),setup WS [ps]
floorplan,424,11810
global placement,523,5340
detailed placement,483,5390
CTS,519,6850
