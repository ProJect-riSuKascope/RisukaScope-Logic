**/design/flow/config.mk**
```make
export PLATFORM = sky130hd
export DESIGN_NAME = agc_linear
export DESIGN_NICKNAME = agc_linear
export VERILOG_FILES = /design/flow/design.v
export SDC_FILE = /design/flow/constraint.sdc
export NUM_CORES = 4
export LEC_CHECK = 1
export CORE_UTILIZATION = 50
```
**/design/flow/constraint.sdc**
```tcl
current_design agc_linear

set clk_period 15.5
set clk_io_pct 0.2

create_clock -name clk0 -period $clk_period [get_ports {clk}]

set non_clock_inputs [all_inputs -no_clocks]
set_input_delay [expr $clk_period * $clk_io_pct] -clock clk0 $non_clock_inputs
set_output_delay [expr $clk_period * $clk_io_pct] -clock clk0 [all_outputs]
```
**/design/flow/design.v**
```verilog
module agc_linear#(
    parameter               DW = 16,
    parameter signed [15:0] K  = 10
)(
    input  wire clk,
    input  wire reset_n,
    input  wire ce,
    input  wire [DW-1:0] tdata_s,
    input  wire          tvalid_s,
    output wire          tready_s,
    output reg  [DW-1:0] tdata_m,
    output reg           tvalid_m,
    input  wire          tready_m,
    input  wire [31:0]     haddr_s,
    input  wire [2:0]      hburst_s,
    input  wire [2:0]      hsize_s,
    input  wire [1:0]      htrans_s,
    input  wire [31:0]     hwdata_s,
    input  wire            hwrite_s,
    output reg  [31:0]     hrdata_s,
    output reg             hreadyout_s,
    output reg             hresp_s,
    input  wire            hsel_s
);
    reg  [31:0] reg_ctrl;
    reg  [31:0] reg_gain_read;
    reg  [31:0] reg_gain_ctrl;
    reg  [31:0] reg_value_read;
    reg  [31:0] reg_value_ctrl;
    reg  [15:0] reg_hystersis;
    reg  [15:0] reg_step;
    wire signed [DW-1:0]   gain_inc_max = reg_gain_ctrl[31:16];
    wire signed [DW-1:0]   step = reg_step[15:0];
    wire signed [DW-1:0]   desire = reg_value_ctrl[15:0];
    wire signed [DW-1:0]   overflow_margin = reg_value_ctrl[31:16];
    wire signed [DW-1:0]   hystersis = reg_hystersis[15:0];
    reg  signed [DW-1:0] data;
    always @(posedge clk, negedge reset_n) begin
        if(!reset_n) begin
            data <= 0;
        end 
        else begin
            if(tvalid_s && tready_s)
                data <= (tdata_s > 0) ? tdata_s : (-tdata_s);
        end   
    end
    assign tready_s = 1'b1;
    wire signed [DW-1:0] smoothed;
    average #(
      .DW(DW),
      .K (K)
    )average_0 (
      .clk     (clk),
      .reset_n (reset_n),
      .ce      (ce && tvalid_s && tready_s),
      .din  (tdata_s),
      .dout ( ),
      .mean (smoothed)
    );
    reg  signed [DW-1:0]   gain;
    reg  signed [DW*2-1:0] gain_inc_0;
    wire signed [DW-1:0]   gain_inc = gain_inc_0[DW*2-1:DW];
    wire signed [DW-1:0]   error = desire - smoothed;
    always @(posedge clk, negedge reset_n) begin
        if(!reset_n) begin
            gain_inc_0 <= 0;
            gain       <= 0;
        end
        else begin
        if(ce) begin
            gain_inc_0 <= error * step;
            if(smoothed < overflow_margin) begin
                if(gain_inc > hystersis || (gain_inc < -hystersis)) begin
                    if(gain_inc > gain_inc_max)
                        gain <= gain + gain_inc_max;
                    else if(gain_inc < (-gain_inc_max))
                        gain <= gain - gain_inc_max;
                    else
                        gain <= gain + gain_inc;
                end
            end
            else begin
                gain <= -gain;
            end
        end
        end
    end
    always @(posedge clk, negedge reset_n) begin
        if(!reset_n) begin
            tdata_m  <= 0;
            tvalid_m <= 1'b0;
        end
        else begin
        if(ce) begin
            if(tvalid_m && tready_m)
                tdata_m <= gain;
            tvalid_m <= tvalid_s && tready_s;
        end
        end
    end
    reg  [31:0] haddr_last;
    reg         hwrite_last;
    reg  [31:0] hwdata_last;
    wire        ahb_writeable;
    task reg_read_ahb();
    begin
        casex(haddr_s[15:2])
            'h0:hrdata_s <= reg_ctrl;
            'h1:hrdata_s <= reg_gain_ctrl;
            'h2:hrdata_s <= reg_gain_read;
            'h3:hrdata_s <= reg_value_ctrl;
            'h4:hrdata_s <= reg_value_read;
            'h5:hrdata_s <= {16'h0, reg_hystersis};
            'h6:hrdata_s <= {16'h0, reg_step};
        endcase
    end
    endtask
    task reg_write_ahb();
    begin
        casex(haddr_last[15:2])
            'h0:reg_ctrl       <= hwdata_s;
            'h1:reg_gain_ctrl  <= hwdata_s;
            'h3:reg_value_ctrl <= hwdata_s;
            'h5:reg_hystersis  <= hwdata_s[15:0];
            'h6:reg_step       <= hwdata_s[15:0];
        endcase
    end
    endtask
    assign ahb_writeable = (haddr_s[15:2] == 16'd0) || (haddr_s[15:2] == 16'd1) || (haddr_s[15:2] == 16'd3)
                         || (haddr_s[15:2] == 16'd5) || (haddr_s[15:2] == 16'd6);
    task reg_reset_ahb();
    begin
        reg_ctrl       <= 'h0;
        reg_gain_ctrl  <= 'h0;
        reg_gain_read  <= 'h0;
        reg_value_ctrl <= 'h0;
        reg_value_read <= 'h0;
        reg_hystersis  <= 'h0;
        reg_step       <= 'h0;
    end
    endtask
    localparam  AHB_IDLE  = 2'b00;
    localparam  AHB_READ  = 2'b01;
    localparam  AHB_WRITE = 2'b10;
    localparam  AHB_ERROR = 2'b11;
    reg  [1:0]  ahb_stat;
    task ahb_transcation();
    begin
        if(hwrite_s)
            ahb_stat <= AHB_WRITE;
        else begin
            if((haddr_last == haddr_s) && ahb_writeable)
                hrdata_s <= hwdata_s;
            else
                reg_read_ahb();
            ahb_stat <= AHB_READ;
        end
        haddr_last  <= haddr_s;
    end
    endtask
    always @(posedge clk, negedge reset_n) begin
        if(!reset_n) begin
            haddr_last  <= 0;
            hrdata_s    <= 'h0;
            reg_reset_ahb();
            ahb_stat <= AHB_IDLE;
        end
        else begin
        if(ce) begin
            case(ahb_stat)
                AHB_IDLE, AHB_READ:begin
                    if(hsel_s) begin
                        ahb_transcation();
                    end
                    else
                        ahb_stat <= AHB_IDLE;
                end
                AHB_WRITE:begin
                    if(hsel_s) begin
                        reg_write_ahb();
                        ahb_transcation();
                    end
                    else
                        ahb_stat <= AHB_IDLE;
                end
                AHB_ERROR:begin
                    ahb_stat <= AHB_IDLE;
                end
            endcase
        end
    end
    end
    always @(*) begin
        case(ahb_stat)
            AHB_IDLE, AHB_READ:begin
                hreadyout_s = 1'b1;
                hresp_s     = 1'b0;
            end
            AHB_WRITE:begin
                hresp_s     = 1'b0;
                hreadyout_s = 1'b1;
            end
            AHB_ERROR:begin
                hresp_s     = 1'b1;
                hreadyout_s = 1'b0;
            end
            default:begin
                hresp_s     = 1'b0;
                hreadyout_s = 1'b1;
            end
        endcase
    end
endmodule
module average#(
    parameter               DW  = 16,
    parameter signed [15:0] K   = 10
)(
    input  wire clk,
    input  wire reset_n,
    input  wire ce,
    input  wire signed [DW-1:0] din,
    output wire        [DW-1:0] dout,
    output wire signed [DW-1:0] mean
);
    reg  signed [DW-1:0]   err;
    reg  signed [2*DW-1:0] acc;
    wire signed [2*DW-1:0] prod;
    assign prod = err <<< K;
    assign mean = acc[DW*2-1:DW];
    always @(posedge clk, negedge reset_n) begin
        if(!reset_n) begin
            err   <= {DW{1'b0}};
            acc   <= {(2*DW){1'b0}};
        end
        else begin
        if(ce) begin
            err <= din - mean;
            acc <= prod + acc;
        end
        end
    end
    assign dout = err;
endmodule
```
**/design/flow/run.sh**
```bash
#!/bin/bash
# OpenROAD 26Q1-2900-gdf79404cd8, Yosys 0.63+post, stock flow scripts
make -C /OpenROAD-flow-scripts/flow DESIGN_CONFIG=/design/flow/config.mk WORK_HOME=/design/flow/orfs finish
```
==> deck_impl_summary.md <==
Run Summary

Route
  • Vias: just over 20,000
  • DRC: 0
  • First-pass DRT Iterations: 5
  • Post-Route WL: 67.9 mm
  • Avg WL per Cell: 18.6 um
  • Drt initial violations: 880
  • DR vias/cell: 5.55
  • DRT antenna net count: 0

Global route
  • GRT Total Usage: 0.270
  • First-pass GRT wire length: 113 mm
  • Antenna violations before repair: 1
  • Largest net degree at the start of global routing: around 120
  • Global route overflow: 0
  • Vias in the first global route: 20,888

Finish
  • Layout cells sized above 1: 0.107
  • Final instance area: 30,700 sq um
  • Fin util: 0.569
  • Layout area overhead: 12.3%
  • Reg area: 7060 sq um
  • Logic area: 18,400 sq um
  • Filler cells: approximately 4,500

Clock network
  • CTS tree: done
  • Setup Buffers After CTS: 0
  • H-tree depth: 2
  • Clock sink count: around 280
  • Post-CTS sizing: 0
  • Root buf cell: clkbuf_16
  • Hold_buf cts: 0
  • Clk buf depth: 3
  • Worst-path clk slew: 60 ps
  • Clock latency (worst-skew pair): 550 ps
  • CTS Buf Count: 34

Synthesis
  • Cells after synthesis: approximately 2,800
  • Mapped Area: 27,300 sq um
  • Total of warnings raised by yosys: 2
  • Synth flops: 282
  • Yosys Chip Area: 27,300 sq um
  • Synth Flop Type: dfrtp_1
  • Top-area cell type share of the netlist area: 0.258
  • Top cells by area: dfrtp_1, fa_1, ha_1
  • Post-synth EDFFs: 0
  • Yosys stat cell total: 2,828
  • Asr flop ratio synth: 1.00
  • Cell taking the most area after synthesis: dfrtp_1
  • Post-synth seq share: 0.259
  • Cell Type Count: 70
  • Syn_area_per_cell: 9.65 sq um

Floorplan
  • # IOs: 147
  • Row count: 85
  • Die X: around 240 um
  • Core Footprint: 53,900 sq um
  • Initial Util: 0.506
  • Die y size: 236 um
  • DIE AREA: about 56,000 sq um

STA
  • Hold Slack: 479 ps
  • Worst Skew: 25.5 ps
  • Fmax: around 100 MHz
  • Slew @ Worst Pin: 887 ps
  • Period utilization: 0.624
  • Post-route minimum period: 9680 ps
  • Fin Setup TNS: 0 ps
  • Slew Limit Fails: 0
  • Slew HR: 0.409
  • Final setup viols: 0
  • Final hold violation count: 0
  • RSZ-0062 raised after global routing: false

Critical path
  • Critical Path Source Type: flip-flop
  • Worst EP arrival: 10,090 ps
  • Slowest stage delay, CP: 580 ps
  • Slowest stage cell, crit path: dfrtp_1
  • Cell mode on critical path: fa_1
  • Critical Path End Type: flip-flop
  • Worst-path fanout max: 16
  • Critical path class: reg2reg
  • CP Data Required Time: between 15,000 and 20,000 ps

Status
  • Status: finished, final reports clean

Place
  • Hpwl dp: 51.5 mm
  • Placed Area: 29,500 sq um
  • # port buffers: 135
  • GPL Wtd Cong: between 0.9 and 1

Run
  • Tool Warnings: 36
  • Max-cap violations: 0

Power
  • Peak VDD IR: 0.116 mV
  • PD cells: roughly 130 nW/um^2
  • Leak Pwr: between 10 and 15 nW

Hold path
  • HP Class: reg2reg
## cell families after synthesis
family	after synthesis	synth area share
adders and majority gates	491	0.298
DFF	282	0.259
and+or+nand+nor	759	0.140
buffers and inverters	519	0.0722
xor gates and xnor gates	154	0.0494
AOI/OAI and AO/OA	422	0.100
muxes	199	0.0816
other	2	0.000275
## layout by cell type, fill, tap and decap left out, types with 97 or more instances in the layout
master / n
a21oi_1: 98
and2_1: 116
clkdlybuf4s50_1: 134
dfrtp_1: 281
fa_1: 266
ha_1: 225
inv_1: 406
mux2_2: 188
nand2_1: 270
nor2_1: 97
o21ai_0: 117
xnor2_1: 99
## worst max-delay path, delay by kind of cell, from the launching register on
kind / cells / cell delay [ps]
and+or+nand+nor: 3 / 410
muxes: 1 / 260
buffers and inverters: 8 / 800
AOI/OAI and AO/OA: 14 / 3290
xor gates and xnor gates: 2 / 270
adders and majority gates: 9 / 3920
DFF: 1 / 580
## report_power, final
part / switching (mW) / leakage [nW] / internal, mW
sequential: 0.186 / 3.67 / 0.871
combinational: 1.19 / 10.2 / 0.933
clock: 0.334 / 0.552 / 0.491
## through the flow
| step | instances | setup WS (ps) | power (mW) |
|---|---|---|---|
| final | 3656 | 5820 | 4.01 |
| after global routing | 3655 | 5170 | 4.36 |
| after CTS | 3655 | 5800 | 4.04 |
| after detailed placement | 3594 | 5910 | 3.18 |
| after global placement | 3594 | 5990 | 3.16 |
| after floorplan | 2829 | 6830 | 2.54 |
## cells in the mapped netlist (6+ instances only)
cell / number
inv_1: 406
dfrtp_1: 281
nand2_1: 271
fa_1: 266
ha_1: 225
mux2_2: 188
o21ai_0: 117
and2_1: 116
xnor2_1: 100
clkbuf_1: 99
a21oi_1: 98
nor2_1: 97
xor2_1: 54
nor3_1: 45
nand3_1: 37
o31ai_1: 36
and3_1: 35
nand2b_1: 33
nor2b_1: 31
a22oi_1: 29
a21o_1: 25
nand4_1: 25
a222oi_1: 18
or3_1: 17
nor4_1: 16
o21a_1: 15
a211oi_1: 11
a31oi_1: 11
mux2i_1: 11
buf_1: 8
or2_2: 8
nand3b_1: 7
o21bai_1: 7
o211ai_1: 6
o22ai_1: 6
## final cells by class
class,count,share of cell area
Inverter,406,0.0497
Sequential cell,282,0.230
Clock inverter,15,0.00694
Multi-Input combinational cell,2028,0.598
Tap cell,696,0.0284
Clock buffer,46,0.0302
Antenna cell,1,0.0000816
Timing Repair Buffer,182,0.0561
## path summary, 6_finish.rpt
check / from / endpoint / slack (ps) / cells past startpoint
max: average_0.acc[16]$_DFFE_PN0P_ / gain_inc_0[30]$_DFFE_PN0P_ / 5820 / 37
min: gain[15]$_DFFE_PN0P_ / gain[15]$_DFFE_PN0P_ / 480 / 1
max reg2reg: average_0.acc[16]$_DFFE_PN0P_ / gain_inc_0[30]$_DFFE_PN0P_ / 5820 / 37
min reg2reg: gain[15]$_DFFE_PN0P_ / gain[15]$_DFFE_PN0P_ / 480 / 1
max in group asynchronous: reset_n / gain_inc_0[27]$_DFFE_PN0P_ / 11360 / 3
min in group asynchronous: reset_n / haddr_last[23]$_DFFE_PN0P_ / 2500 / 1
## per-layer routing
layer	up-vias	track usage	wire length (um)
met2	551	0.407	30800
met5	-	0.00346	0
met1	9991	0.420	30900
li1	9659	-	-
met4	0	0.0580	1780
met3	95	0.0590	4440
## sequential cells by signal, summed over array words and instances, names as in the netlist, 16 cells and up, named ones only
name / cells
reg_value_ctrl: 32
tdata_m: 16
reg_hystersis: 16
average_0.acc: 22
reg_step: 16
average_0.err: 16
haddr_last: 32
gain: 16
hrdata_s: 32
gain_inc_0: 16
reg_ctrl: 32
reg_gain_ctrl: 32
Power is estimated from default activity; no workload was simulated.
