===== flow/run.sh =====
#!/bin/bash
# OpenROAD 26Q1-2900-gdf79404cd8, Yosys 0.63+post, stock flow scripts
make -C /OpenROAD-flow-scripts/flow DESIGN_CONFIG=/design/flow/config.mk WORK_HOME=/design/flow/orfs finish

===== flow/config.mk =====
export PLATFORM = sky130hd
export DESIGN_NAME = cic_decimator_varialble_ahb
export DESIGN_NICKNAME = cic_decimator_varialble_ahb
export VERILOG_FILES = /design/flow/design.v
export SDC_FILE = /design/flow/constraint.sdc
export NUM_CORES = 4
export LEC_CHECK = 1
export CORE_UTILIZATION = 40

===== flow/constraint.sdc =====
current_design cic_decimator_varialble_ahb

set clk_period 25.3
set clk_io_pct 0.2

create_clock -name clk0 -period $clk_period [get_ports {clk}]

set non_clock_inputs [all_inputs -no_clocks]
set_input_delay [expr $clk_period * $clk_io_pct] -clock clk0 $non_clock_inputs
set_output_delay [expr $clk_period * $clk_io_pct] -clock clk0 [all_outputs]

===== flow/design.v =====
module cic_decimator_varialble_ahb(
    input  wire clk,
    input  wire reset_n,
    input  wire ce,
    input  wire [15:0] tdata_s,
    input  wire        tvalid_s,
    output wire        tready_s,
    output reg  [15:0] tdata_m,
    output reg         tvalid_m,
    input  wire        tready_m,
    input  wire [31:0]     haddr_s,
    input  wire [2:0]      hburst_s,
    input  wire [2:0]      hsize_s,
    input  wire [1:0]      htrans_s,
    input  wire [31:0]     hwdata_s,
    input  wire            hwrite_s,
    output reg  [31:0]     hrdata_s,
    output reg  [31:0]     hreadyout_s,
    output reg             hresp_s,
    input  wire            hsel_s
);
    reg  [31:0] reg_ctrl;
    wire deci_enable = reg_ctrl[0];
    reg  [31:0] reg_trunc_intg_0;
    reg  [31:0] reg_trunc_intg_1;
    wire [7:0] intg_trunc_0 = reg_trunc_intg_0[7:0];
    wire [7:0] intg_trunc_1 = reg_trunc_intg_0[15:8];
    wire [7:0] intg_trunc_2 = reg_trunc_intg_0[23:16];
    wire [7:0] intg_trunc_3 = reg_trunc_intg_0[31:24];
    wire [7:0] intg_trunc_4 = reg_trunc_intg_1[7:0];
    reg  [15:0] reg_dec_ratio;
	reg  [15:0] data_in;
	reg         data_valid;
	reg         proc_en;
	always @(posedge clk, negedge reset_n) begin
		if(!reset_n) begin
			data_in    <= 0;
			data_valid <= 1'b0;
			proc_en    <= 1'b0;
		end
		else begin
			if(tvalid_s && tready_s)
				data_in <= tdata_s;
			data_valid <= tvalid_s;
			proc_en    <= tready_m;
		end
	end
	assign tready_s = proc_en;
    wire signed [52:0] d_0;
    wire signed [46:0] d_1;
    wire signed [38:0] d_2;
    wire signed [31:0] d_3;
    wire signed [24:0] d_4;
    wire signed [23:0] d_5;
    wire signed [21:0] d_6;
    wire signed [20:0] d_7;
    wire signed [19:0] d_8;
    wire signed [19:0] d_9;
    integrator #(
    	.DW (53)
    ) intg_0(
		.clk     (clk),
		.reset_n (reset_n),
		.ce      (ce && proc_en),
		.din  ({{37{tdata_s[15]}}, tdata_s}),
		.dout (d_0)
    );
    integrator #(
    	.DW (47)
    ) intg_1(
		.clk     (clk),
		.reset_n (reset_n),
		.ce      (ce && proc_en),
		.din  (d_0 >>> intg_trunc_0),
		.dout (d_1)
    );
    integrator #(
    	.DW (39)
    ) intg_2(
		.clk     (clk),
		.reset_n (reset_n),
		.ce      (ce && proc_en),
		.din  (d_1 >>> intg_trunc_1),
		.dout (d_2)
    );
    integrator #(
    	.DW (32)
    ) intg_3(
		.clk     (clk),
		.reset_n (reset_n),
		.ce      (ce && proc_en),
		.din  (d_2 >>> intg_trunc_2),
		.dout (d_3)
    );
    integrator #(
    	.DW (25)
    ) intg_4(
		.clk     (clk),
		.reset_n (reset_n),
		.ce      (ce && proc_en),
		.din  (d_3 >>> intg_trunc_3),
		.dout (d_4)
    );
    reg         [15:0] cycle;
    wire resample_en = (cycle == reg_dec_ratio - 1) && proc_en;
    always @(posedge clk, negedge reset_n) begin
        if(!reset_n)
            cycle <= 0;
        else begin
            if(cycle >= reg_dec_ratio - 1)
                cycle <= 0;
            else
                cycle <= cycle + 1;
        end
    end
    comb #(
    	.DW (24),
    	.M  (2)
    ) comb_0(
		.clk     (clk),
		.reset_n (reset_n),
		.ce      (ce && resample_en),
		.din  (d_4 >>> intg_trunc_4),
		.dout (d_5)
    );
    comb #(
    	.DW (22),
    	.M  (2)
    ) comb_1(
		.clk     (clk),
		.reset_n (reset_n),
		.ce      (ce && resample_en),
		.din  (d_5 >>> 1),
		.dout (d_6)
    );
    comb #(
    	.DW (21),
    	.M  (2)
    ) comb_2(
		.clk     (clk),
		.reset_n (reset_n),
		.ce      (ce && resample_en),
		.din  (d_6 >>> 1),
		.dout (d_7)
    );
    comb #(
    	.DW (20),
    	.M  (2)
    ) comb_3(
		.clk     (clk),
		.reset_n (reset_n),
		.ce      (ce && resample_en),
		.din  (d_7 >>> 1),
		.dout (d_8)
    );
    comb #(
    	.DW (20),
    	.M  (2)
    ) comb_4(
		.clk     (clk),
		.reset_n (reset_n),
		.ce      (ce && resample_en),
		.din  (d_8),
		.dout (d_9)
    );
	always @(*) begin
		if(deci_enable)
			tdata_m = d_9[19:4];
		else
			tdata_m = data_in;
		tvalid_m = resample_en;
	end
    reg  [31:0] haddr_last;
    reg         hwrite_last;
    reg  [31:0] hwdata_last;
    wire        ahb_writeable;
    task reg_read_ahb();
    begin
        casex(haddr_s[15:0])
            'h0000:hrdata_s <= reg_ctrl;
            'h0004:hrdata_s <= reg_dec_ratio;
            'h1000:hrdata_s <= reg_trunc_intg_0;
            'h1004:hrdata_s <= reg_trunc_intg_1;
        endcase
    end
    endtask
    task reg_write_ahb();
    begin
        casex(haddr_last[15:0])
        'h0000:reg_ctrl         <= hwdata_s;
        'h0004:reg_dec_ratio    <= hwdata_s;
        'h1000:reg_trunc_intg_0 <= hwdata_s;
        'h1004:reg_trunc_intg_1 <= hwdata_s;
        endcase
    end
    endtask
    assign ahb_writeable = 1'b1;
    task reg_reset_ahb();
    begin
        reg_ctrl         <= 0;
        reg_dec_ratio    <= 0;
        reg_trunc_intg_0 <= 0;
        reg_trunc_intg_1 <= 0;
    end
    endtask
    task reg_update_ahb();
    begin
    end
    endtask
    localparam  AHB_IDLE  = 2'b00;
    localparam  AHB_READ  = 2'b01;
    localparam  AHB_WRITE = 2'b10;
    localparam  AHB_ERROR = 2'b11;
    reg  [1:0]  ahb_stat;
    task ahb_transcation();
    begin
        if(hwrite_s)
            ahb_stat <= AHB_WRITE;
        else begin
            if((haddr_last == haddr_s) && ahb_writeable)
                hrdata_s <= hwdata_s;
            else
                reg_read_ahb();
            ahb_stat <= AHB_READ;
        end
        haddr_last  <= haddr_s;
    end
    endtask
    always @(posedge clk, negedge reset_n) begin
        if(!reset_n) begin
            haddr_last  <= 0;
            hrdata_s    <= 'h0;
            reg_reset_ahb();
            ahb_stat <= AHB_IDLE;
        end
        else begin
        if(ce) begin
            case(ahb_stat)
                AHB_IDLE, AHB_READ:begin
                    if(hsel_s) begin
                        ahb_transcation();
                    end
                    else begin
                        ahb_stat <= AHB_IDLE;
                        reg_update_ahb();
                    end
                end
                AHB_WRITE:begin
                    reg_write_ahb();
                    if(hsel_s) begin
                        ahb_transcation();
                    end
                    else
                        ahb_stat <= AHB_IDLE;
                end
                AHB_ERROR:begin
                    ahb_stat <= AHB_IDLE;
                end
            endcase
        end
    end
    end
    always @(*) begin
        case(ahb_stat)
            AHB_IDLE, AHB_READ:begin
                hreadyout_s = 1'b1;
                hresp_s     = 1'b0;
            end
            AHB_WRITE:begin
                hresp_s     = 1'b0;
                hreadyout_s = 1'b1;
            end
            AHB_ERROR:begin
                hresp_s     = 1'b1;
                hreadyout_s = 1'b0;
            end
            default:begin
                hresp_s     = 1'b0;
                hreadyout_s = 1'b1;
            end
        endcase
    end
endmodule
module comb #(
    parameter DW = 16,
    parameter M  = 1
)(
    input  wire clk,
    input  wire reset_n,
    input  wire ce,
    input  wire signed [DW-1:0] din,
    output reg  signed [DW-1:0] dout
);
    reg signed [DW-1:0] din_0[0:M-1];
    integer i;
    always @(posedge clk, negedge reset_n) begin
        if(!reset_n) begin
            dout  <= 0;
            for(i = 0;i < M;i = i + 1)
                din_0[i] <= 0;
        end
        else begin
        if(ce) begin
            dout  <= din - din_0[M-1];
            din_0[0] <= din;
            if(M > 1) begin
                for(i = 1;i < M;i = i + 1)
                    din_0[i] <= din_0[i-1];
            end
        end
        end
    end
endmodule
module integrator #(
    parameter DW = 16
)(
    input  wire clk,
    input  wire reset_n,
    input  wire ce,
    input  wire signed [DW-1:0] din,
    output reg  signed [DW-1:0] dout
);
    always @(posedge clk, negedge reset_n) begin
        if(!reset_n)
            dout <= {DW{1'b0}};
        else begin
        if(ce)
            dout <= din + dout;
        end
    end
endmodule

==> results.tsv <==
metric	value	unit
result of the run	complete, no violations	
cell with the most instances after synthesis	sky130_fd_sc_hd__nand2_1	
cell type with the largest total area	sky130_fd_sc_hd__dfrtp_1	
drt first pass iters	8	
share of post-route cells with drive strength above 1	0.1036	
worst hold margin	0.4604	ns
endpoint kind of the worst setup timing path	output pin	
tally of buffers added on design ports	136	
largest buffer count on any clock path	3	
std cell rows	135	
Slowest cell on crit path	sky130_fd_sc_hd__clkdlybuf4s50_1	
number of DRC violations after detailed routing	0	
number of cells in the yosys synthesis report	6461	
Avg Vias per Cell	5.395	
Root Buffer Master	sky130_fd_sc_hd__clkbuf_16	
min Tclk post-route	9.701	ns
TritonCTS clock tree	built	
area growth from synthesis to layout	10.36	%
hold violation total from the final report	0	
die extent in y	371.0	um
transition time at the pin with the least slew margin	0.8179	ns
data required time of the critical path	20.24	ns
clock skew after layout	0.02827	ns
global-route wire length before repair	229.4	mm
top-level port count	178	
antenna violations before repair	9	
origin of the worst min-delay path	comb_1.din_0[1][0]	
number of hold-repair buffers added at the cts stage	0	
source of the worst register-to-register timing path	reg_trunc_intg_0[0]	
fraction of registers with async set or reset after synthesis	1.000	
Post-synth EDFFs	0	
register share after synthesis	0.3303	
chip area from the yosys synthesis statistics	54470	um^2
count of maximum capacitance violations	0	
drt total wl	141.8	mm
global-route congestion overflow total	0	
adder-cell area share of the yosys netlist	0.07359	
RSZ-0062 raised after global routing	false	
setup repair bufs after CTS	0	
total core area	135300	um^2
post-CTS resize count	0	
number of DRC violations after detailed-routing iteration 0	2899	
Starting Density	0.4026	
weighted congestion at the end of routability-driven global placement	0.9646	
Skew-Pair Late Insertion Delay	0.69	ns
Critical Path Fanout Max	5	
average wire per cell in the routed design	17.21	um
Inserted Clock Buffers	88	
arrival time of data at the critical path endpoint	4.64	ns
width of the chip	371.0	um
vias post-DR	44456	
register bit count reported by yosys	719	
dominant register cell in the synthesized netlist	sky130_fd_sc_hd__dfrtp_1	
Static Leak	26.26	nW
post-synthesis mux area share	0.1549	
GRT Resource Usage Total	0.2131	
highest ir drop seen on vdd	59.37	uV
number of sinks handled by clock tree synthesis	719	
hpwl dp	103.9	mm
netlist area before placement	54470	um^2
setup TNS	0	ns
kind of start point of the critical path	register	
instance count of the mapped netlist	6461	
XORs/XNORs by Area	0.05081	
worst-case headroom to the max-slew limit	0.4527	
maximum number of pins on one net before global-route repair	182	
most numerous cell types in the synthesized netlist	sky130_fd_sc_hd__nand2_1, sky130_fd_sc_hd__o21ai_0, sky130_fd_sc_hd__dfrtp_1, sky130_fd_sc_hd__nor2_1, sky130_fd_sc_hd__a21oi_1	
ratio of final minimum period to clock period	0.3834	
number of warnings the tools reported	43	
class of the worst hold path	reg2reg	
Finish-stage setup viols	0	
largest cells by area after synthesis	sky130_fd_sc_hd__dfrtp_1, sky130_fd_sc_hd__o21ai_0, sky130_fd_sc_hd__mux2_2	
share of Yosys cell area claimed by the top area cell type	0.3298	
worst setup path startpoint	reg_dec_ratio[4]	
clk slew on worst S/H paths	0.05	ns
simple-gate area share of the yosys netlist	0.1474	
Max Freq	103.1	MHz
cell-by-cell trace of the critical path	or4_1 > nor4_1 > nor3b_1 > nand2_1 > xor2_1 > ha_1 > nand4_1 > nor2_1 > inv_1 > nor4_1 > clkdlybuf4s50_1	
number of nets with antenna violations after routing	0	
largest non-sequential cell family by area	AND-OR/OR-AND gates	
Post-Synth AOI/OAI Area	0.1965	
peak per-stage delay on the critical path	0.74	ns
Max H-tree Level	3	
Final Slew Violations	0	
critical setup path kind	reg2out	
mean post-synth cell area	8.431	um^2
most used cell along the critical path	sky130_fd_sc_hd__nor4_1	
vias in the first global route	41756	
Netlist cell types	90	
total die size	137700	um^2
Cell Pwr Density	122.0	nW/um^2
number of synthesis warnings	22	
through the flow:
stage	total power, W	area [um^2]	cells	utilization	setup slack [ns]
2_1_floorplan	0.005085	54590	6492	-	17.26
3_3_place_gp	0.006001	57180	8075	0.4226	15.51
3_5_place_dp	0.006036	57180	8075	0.4226	15.55
4_1_cts	0.007383	60110	8239	0.4443	15.58
5_1_grt	0.008031	60120	8240	0.4443	15.15
6_report	0.007331	60120	8240	0.4443	15.60
where the power goes:
group / switching, W / internal [W]
Clock: 0.000522 / 0.000758
Sequential: 0.000359 / 0.00153
Combinational: 0.00233 / 0.00183
final cells by class:
| type | instances | area [um^2] |
|---|---|---|
| diodes | 1 | 2.502 |
| clock buffers | 122 | 2471 |
| clock inverters | 42 | 460.4 |
| fillers | 12908 | 75180 |
| inverters | 220 | 825.8 |
| multi-input cells | 5140 | 34120 |
| flip-flops and latches | 719 | 18000 |
| well taps | 1781 | 2228 |
| repair buffers | 215 | 2012 |
per-layer routing:
metal | part of all wire | GRT usage | wire length, um | up-vias
li1 | - | - | - | 22674
met1 | 0.48 | 0.3268 | 68610 | 20895
met2 | 0.45 | 0.3226 | 63190 | 679
met3 | 0.045 | 0.03537 | 6311 | 204
met4 | 0.026 | 0.04669 | 3662 | 4
met5 | 0.00024 | 0 | 34 | -
kinds of logic after synthesis:
family,after synthesis
other cells,2
compound gates,1829
buf+inv,633
simple gates,1873
mux,774
fa+ha+maj,315
xor+xnor,316
flops,719
state kept, by name (all words and copies together), names as in the netlist, 20 cells and up, named ones only:
| signal | cells |
|---|---|
| reg_trunc_intg_1 | 32 |
| comb_3.din_0 | 40 |
| comb_4.din_0 | 40 |
| comb_1.dout | 21 |
| intg_0.dout | 53 |
| comb_0.dout | 22 |
| reg_ctrl | 32 |
| comb_3.dout | 20 |
| comb_2.dout | 20 |
| intg_3.dout | 32 |
| haddr_last | 32 |
| hrdata_s | 32 |
| comb_2.din_0 | 42 |
| reg_trunc_intg_0 | 32 |
| intg_1.dout | 47 |
| comb_1.din_0 | 44 |
| intg_4.dout | 25 |
| intg_2.dout | 39 |
| comb_0.din_0 | 46 |
worst max-delay path, delay by kind of cell, from the launching register on:
kind | cells | cell delay (ns)
adders and majority gates | 1 | 0.29
xor gates and xnor gates | 1 | 0.17
DFF | 1 | 0.41
and+or+nand+nor | 7 | 2.25
buffers and inverters | 2 | 0.81
cell usage in the layout (no fill, tap or decap), drive strengths merged, types with 12 or more instances in the layout:
| master | Yosys | layout |
|---|---|---|
| o31ai | 37 | 37 |
| mux4 | 19 | 19 |
| dfrtp | 718 | 718 |
| clkinv | 2 | 25 |
| o21a | 39 | 39 |
| a21boi | 12 | 12 |
| a21o | 141 | 141 |
| xnor2 | 178 | 178 |
| a211oi | 39 | 39 |
| o21ai | 888 | 888 |
| a21oi | 399 | 399 |
| nand4 | 36 | 36 |
| o22ai | 41 | 41 |
| and2 | 25 | 25 |
| mux2i | 394 | 394 |
| o211ai | 42 | 42 |
| clkdlybuf4s50 | 0 | 133 |
| a31oi | 21 | 21 |
| mux2 | 361 | 361 |
| inv | 218 | 224 |
| conb | 2 | 33 |
| o21bai | 35 | 35 |
| buf | 113 | 82 |
| and3 | 35 | 35 |
| nand3 | 66 | 66 |
| or3 | 25 | 25 |
| a211o | 13 | 13 |
| nand2 | 974 | 974 |
| nor2 | 451 | 451 |
| or2 | 18 | 18 |
| xor2 | 138 | 138 |
| clkbuf | 300 | 122 |
| nand2b | 57 | 57 |
| nor2b | 57 | 57 |
| a22oi | 23 | 23 |
| nor3 | 83 | 83 |
| ha | 306 | 306 |
| nor4 | 19 | 19 |
worst paths after layout:
kind | cells past startpoint | to | slack (ns)
max in group asynchronous | 4 | reg_ctrl[23] | 18.53
setup / recovery | 11 | tvalid_m | 15.60
hold reg to reg | 2 | comb_1.din_0[1][0] | 0.46
hold / removal | 2 | comb_1.din_0[1][0] | 0.46
min in group asynchronous | 1 | comb_2.din_0[1][0] | 4.35
setup reg to reg | 22 | intg_1.dout[45] | 18.94
Power figures rest on the tool's default switching activity, not on a simulated workload.
