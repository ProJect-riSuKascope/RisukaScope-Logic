==> ./design.v <==
module auto_spi(
    input  wire clk,
    input  wire reset_n,
    input  wire ce,
    output wire       sclk,
    input  wire       miso,
    output reg        mosi,
    output reg        ss,
    input  wire [7:0]  naddr,
    output reg  [31:0] nwdata,
    output reg  [31:0] nrdata,
    input  wire        nwrite,
    input  wire        nuser,
    input  wire        nvalid,
    output wire        nready,
    input  wire [31:0] haddr,
    input  wire [2:0]  hburst,
    input  wire [3:0]  hprot,
    input  wire [2:0]  hsize,
    input  wire [1:0]  htrans,
    input  wire [31:0] hwdata,
    input  wire        hwrite,
    output reg  [31:0] hrdata,
    output reg         hreadyout,
    output reg         hresp,
    input  wire        hsel,
    output wire        interrupt
);
    reg  [31:0] reg_ctrl;
    reg  [31:0] reg_stat;
    reg  [31:0] reg_prec;
    reg  [31:0] reg_fifo_addr;
    reg  [31:0] reg_ctrl_aux;
    reg  [31:0] tx_fifo[0:7];
    reg  [31:0] rx_fifo[0:7];
    task reg_read_ahb(
        input  [15:0] addr,
        output [31:0] data
    );
    begin
        casex(addr[15:2])
            'h01:data <= reg_ctrl;
            'h02:data <= reg_stat;
            'h03:data <= reg_prec;
            'h1x:data <= rx_fifo[addr[5:2]];        
        endcase
    end
    endtask
    task reg_write_ahb(
        input  [15:0] addr,
        input  [31:0] data
    );
    begin
        casex(addr[15:2])
            'h01:reg_ctrl           <= data;
            'h02:reg_stat           <= data;
            'h03:reg_prec           <= data;
            'h2x:tx_fifo[addr[5:2]] <= data;
        endcase
    end
    endtask
    reg  [31:0] haddr_last;
    reg         hwrite_last;
    reg  [31:0] hwdata_last;
    localparam  AHB_IDLE  = 2'b00;
    localparam  AHB_READ  = 2'b01;
    localparam  AHB_WRITE = 2'b10;
    reg  [1:0]  ahb_stat;
    always @(posedge clk, negedge reset_n) begin
        if(!reset_n) begin
            ahb_stat <= AHB_IDLE;
        end
        else begin
        if(ce) begin
            if(hsel) begin
                case(ahb_stat)
                AHB_IDLE, AHB_READ:begin
                end
                AHB_WRITE:begin
                    reg_write_ahb(haddr_last, hwdata_last);
                end
                endcase
                if(hwrite) begin
                    haddr_last  <= haddr;
                    hwrite_last <= hwrite;
                    hwdata_last <= hwdata;
                    ahb_stat <= AHB_WRITE;
                end
                else begin
                    reg_read_ahb(haddr, hrdata);
                    ahb_stat <= AHB_READ;
                end
            end
            else begin
                ahb_stat <= AHB_IDLE;
            end
        end
    end
    end
    task reg_read_nat(
        input  [15:0] addr,
        output [31:0] data
    );
    begin
        casex(addr[15:2])
            'h01:data <= reg_ctrl_aux;
            'h1x:data <= rx_fifo[addr[5:2]];
        endcase
    end
    endtask
    task reg_write_nat(
        input  [15:0] addr,
        input  [31:0] data
    );
    begin
        casex(addr[15:2])
            'h01:reg_ctrl_aux       <= data;
            'h2x:tx_fifo[addr[5:2]] <= data;
        endcase
    end
    endtask
    localparam NAT_IDLE = 2'b00;         
    localparam NAT_READ = 2'b01;
    reg [1:0] nat_stat;
    always @(posedge clk, negedge reset_n) begin
        if(!reset_n) begin
            nat_stat <= NAT_IDLE;
        end
        else begin
        if(ce) begin
            case(nat_stat)
            NAT_IDLE:begin
                if(nwrite & nvalid & nready)
                    reg_write_nat(naddr, nwdata);
                else begin
                    if(nvalid) begin
                        reg_read_nat(naddr, nrdata);
                        nat_stat <= NAT_READ;
                    end
                end
            end
            NAT_READ:begin
                if(nvalid && nready)
                    nat_stat <= NAT_IDLE;
            end
            endcase
        end
        end
    end
    assign nready = (~((~nwrite) & (nat_stat == NAT_IDLE))) & (ahb_stat == AHB_IDLE);
    wire [4:0]  spi_bits_word     = reg_ctrl[12:8];
    wire [4:0]  spi_word_interval = reg_ctrl[23:16];
    wire [2:0]  spi_words         = reg_ctrl[28:26];
    wire        spi_auto_enable   = reg_ctrl[3];
    wire        spi_start         = reg_ctrl[1];
    wire [15:0] spi_prec_cycles   = reg_prec[15:0];
    localparam SPI_IDLE = 3'd0;
    localparam SPI_BIT  = 3'd1;
    localparam SPI_NEXT = 3'd2;
    localparam SPI_WAIT = 3'd3;
    localparam SPI_DONE = 3'd4;
    reg  [2:0]  spi_stat;
    reg  [4:0]  bit_count;
    reg  [2:0]  word_count;
    reg  [15:0] prec_count;
    reg  [4:0]  wait_count;
    always @(posedge clk, negedge reset_n) begin
        if(!reset_n) begin
            spi_stat <= SPI_IDLE;
            mosi <= 1'b0;
            ss   <= 1'b0;
            bit_count  <= 5'd0;
            word_count <= 3'd0;
            prec_count <= 15'd0;
            wait_count <= 5'd0;
        end
        else begin
        if(ce) begin
            case(spi_stat)
            SPI_IDLE:begin
                if(spi_start || nuser) begin
                    spi_stat <= SPI_BIT;
                    bit_count  <= spi_bits_word;
                    word_count <= spi_words;
                    prec_count <= spi_prec_cycles;
                end
            end
            SPI_BIT:begin
                if(prec_count == 0) begin 
                    if(bit_count == 0)
                        spi_stat <= SPI_NEXT;
                    else
                        bit_count = bit_count - 1;
                    mosi <= tx_fifo[word_count][bit_count];
                    rx_fifo[word_count][bit_count] <= miso;
                end
                else
                    prec_count = prec_count - 1;
            end
            SPI_NEXT:begin
                if(word_count == 0) begin
                    spi_stat   <= SPI_DONE;
                end
                else begin
                    bit_count  <= spi_bits_word;
                    word_count <= word_count - 1;
                    spi_stat   <= SPI_WAIT;
                end
            end
            SPI_WAIT:begin
                if(spi_word_interval == 0)
                    spi_stat <= SPI_BIT;
                else begin
                    if(prec_count == 0) begin 
                        if(wait_count == 0)
                            spi_stat <= SPI_BIT;
                        else
                            wait_count = wait_count - 1;
                    end
                    else
                        prec_count = prec_count - 1;
                end
            end
            SPI_DONE:begin
                spi_stat <= SPI_IDLE;
            end
            endcase
        end
        end
    end
    assign sclk = prec_count > {1'b0, prec_count[15:1]};
    always @(posedge clk) begin
        if((!(nwrite & nvalid & nready)) && (!hsel)) begin
            if(!(spi_stat == SPI_IDLE))
                reg_stat[0] <= 1'b1;     
            if(spi_stat == SPI_DONE)
                reg_stat[1] <= 1'b1;     
        end
    end
    assign interrupt = reg_ctrl[2] && (spi_stat == SPI_DONE);
endmodule
==> ./run.sh <==
#!/bin/bash
# OpenROAD 26Q1-2900-gdf79404cd8, Yosys 0.63+post, stock flow scripts
make -C /OpenROAD-flow-scripts/flow DESIGN_CONFIG=/design/flow/config.mk WORK_HOME=/design/flow/orfs finish
==> ./config.mk <==
export PLATFORM = sky130hd
export DESIGN_NAME = auto_spi
export DESIGN_NICKNAME = auto_spi
export VERILOG_FILES = /design/flow/design.v
export SDC_FILE = /design/flow/constraint.sdc
export NUM_CORES = 4
export LEC_CHECK = 1
export CORE_UTILIZATION = 50
==> ./constraint.sdc <==
current_design auto_spi

set clk_period 4.8
set clk_io_pct 0.2

create_clock -name clk0 -period $clk_period [get_ports {clk}]

set non_clock_inputs [all_inputs -no_clocks]
set_input_delay [expr $clk_period * $clk_io_pct] -clock clk0 $non_clock_inputs
set_output_delay [expr $clk_period * $clk_io_pct] -clock clk0 [all_outputs]
==> results.rst <==
Metrics
=======

.. list-table::
   :header-rows: 1

   * - Metric
     - Value
   * - Maximum buffer depth of the clock tree
     - 2
   * - Proportion of synthesized flip-flops having asynchronous set or reset
     - 0.355
   * - IR drop worst, VDD
     - around 0.26 mV
   * - Total power of the final layout
     - between 2 and 3 mW
   * - Total number of vias
     - roughly 3500
   * - Vertical die dimension
     - about 110 um
   * - Cells traversed along the worst timing path
     - inv_1, ha_1, or4_1, a21oi_1, o311ai_0, a31oi_1, clkdlybuf4s50_1
   * - Chip area estimate from yosys synthesis
     - about 5800 um2
   * - Area after detailed placement
     - 6090 um2
   * - Share of layout cells above drive strength 1
     - 0.0682
   * - Placeable Area
     - around 11000 um2
   * - Hold path endpoint
     - reg_prec[6]
   * - Setup repair after global routing missed its margin
     - no
   * - Global-route wire length before repair
     - approximately 16 mm
   * - Max stage delay cell, worst path
     - sky130_fd_sc_hd__or4_1
   * - Flop-to-flop setup slack
     - 2.45 ns
   * - Post-CTS setup buffers
     - 0
   * - Post-Layout Inst Area
     - 6400 um2
   * - Endpoint arrival time on the critical path
     - ~2.8 ns
   * - Mux area share
     - 0.00687
   * - Resize count post-CTS
     - 0
   * - Part of the cycle the worst path needs
     - 0.776
   * - Antenna-violating nets left
     - 0
   * - Post-synthesis compound-gate area fraction
     - 0.113
   * - Max-slew headroom at the worst pin
     - 0.448
   * - Number of register bits inferred by synthesis
     - approximately 110
   * - Count of inserted antenna diode cells
     - 0
   * - Number of cells traversed by the worst hold path
     - 0
   * - Worst r2r path cells
     - 5
   * - Cell count after synthesis
     - between 500 and 600
   * - Port Buf Inserts
     - between 40 and 50
   * - Floorplan Utilization
     - 0.513
   * - Synthesized-area fraction occupied by and/or/nand/nor cells
     - 0.103
   * - DR pass1 iterations
     - 4
   * - Clock latency at the later pin of the worst-skew pair
     - about 0.35 ns
   * - CP endpoint kind
     - output port
   * - Overall chip area
     - between 10000 and 15000 um2
   * - Sum of overflow across all layers after global routing
     - 0
   * - Top fanout value on the critical path
     - 5
   * - Width of the die
     - between 100 and 150 um
   * - Total power density per cell area
     - ~390 nW/um2
   * - Wire length per cell
     - 13.8 um
   * - Max frequency
     - around 270 MHz
   * - Final-report max-slew violation count
     - 0
   * - Post-layout minimum cycle time
     - between 3 and 4 ns
   * - Area of the mapped netlist
     - roughly 5800 um2
   * - Unique cell type count in the Yosys netlist
     - approximately 63
   * - Reg2reg end
     - prec_count[9]
   * - Worst-Margin Slew
     - about 0.83 ns
   * - CTS Buf Count
     - 9
   * - Standard-cell row count
     - 39
   * - Launch point of the worst reg-to-reg path
     - spi_stat[3]
   * - Maximum number of pins on one net before global-route repair
     - 37
   * - CTS root buffer
     - sky130_fd_sc_hd__clkbuf_16
   * - Dominant synthesized flop cell
     - sky130_fd_sc_hd__edfxtp_1
   * - Leakage
     - between 2 and 3 nW
   * - Sinks on Clock Net
     - 107
   * - Xor and xnor area share after synthesis
     - 0.00601
   * - CP startpoint kind
     - register
   * - Skew final
     - 0.00652 ns
   * - Number of antenna violations at the first check in global routing
     - 0
   * - Placer Congestion
     - slightly below 0.9
   * - Detailed placer's ending HPWL
     - approximately 7.1 mm
   * - Finish-stage setup viols
     - 0
   * - Remaining design rule violation count
     - 0
   * - Signed area change from the synthesized netlist to the final layout
     - 9.83%
   * - Clock-pin slew reported for the worst setup and hold paths after clock tree synthesis
     - approximately 0.070 ns
   * - Largest logic family
     - buffers and inverters
   * - Detailed router's first-iteration violation count
     - 181
   * - Synth warn
     - between 600 and 700
   * - Number of global-route vias before repair
     - about 3200
   * - Overall routed net length
     - 9.89 mm
   * - Highest-count cells in the layout ignoring fill and taps
     - sky130_fd_sc_hd__conb_1 (100), sky130_fd_sc_hd__edfxtp_1 (69), sky130_fd_sc_hd__clkdlybuf4s50_1 (47)
   * - Post-Route Setup TNS
     - 0 ns
   * - Number of OpenROAD warnings
     - between 90 and 100
   * - CP Class
     - reg -> out
   * - Proportion of synthesized chip area in sequential cells
     - 0.519
   * - Hold-fix buffers, CTS
     - 0
   * - TritonCTS clock tree
     - built
   * - Routed vias/inst
     - a little under 5
   * - Post-synth tally of flip-flops with integrated enable
     - 69
   * - Final Hold Viols
     - 0
   * - Max incr delay on CP
     - ~0.56 ns
   * - Number of max-capacitance violations reported
     - 0
   * - I/O pin count
     - 196
   * - Most numerous logic cell after layout
     - sky130_fd_sc_hd__conb_1
   * - Path class of the lowest-slack min-delay path
     - reg -> reg
   * - Required time reported for the critical path endpoint
     - 3.84 ns
   * - Synthesized area divided by synthesized cell count
     - around 11 um2
   * - GRT Total Usage
     - 0.183
   * - Number of H-tree levels
     - 3
   * - Start point of the worst min-delay path
     - hwdata_last[6]
   * - Adder Area Share
     - 0.0880
   * - # Cells Yosys
     - 515
   * - Outcome
     - finished clean
[through the flow]
step	std cells	utilization	worst slack [ns]	hold slack [ns]
after global routing	715	0.563	0.930	0.410
final	715	0.563	1.08	0.417
after floorplan	614	-	1.47	0.400
after CTS	715	0.563	1.06	0.417
after detailed placement	699	0.536	1.39	0.405
after global placement	699	0.536	1.42	0.401
[metal layers]
metal	vias up	GRT usage	wire length (um)
met2	142	0.279	4590
met5	-	0	0
li1	1737	-	-
met4	0	0.0162	102
met1	1622	0.301	4540
met3	6	0.0455	649
[cell usage after synthesis, types with 2 or more instances]
master                        n  area share
sky130_fd_sc_hd__a21oi_1     25       0.021
sky130_fd_sc_hd__o21ai_0     22       0.019
sky130_fd_sc_hd__or4_1        2      0.0026
sky130_fd_sc_hd__nand4_1      4      0.0043
sky130_fd_sc_hd__mux2i_1      4      0.0069
sky130_fd_sc_hd__nor3b_1      2      0.0026
sky130_fd_sc_hd__xnor2_1      4      0.0060
sky130_fd_sc_hd__o21bai_1     2      0.0026
sky130_fd_sc_hd__dfstp_2      3       0.014
sky130_fd_sc_hd__nand3b_1     2      0.0026
sky130_fd_sc_hd__ha_1        41       0.088
sky130_fd_sc_hd__nor2b_1      5      0.0054
sky130_fd_sc_hd__o311ai_0     2      0.0030
sky130_fd_sc_hd__buf_6        2      0.0039
sky130_fd_sc_hd__nor4_1       6      0.0064
sky130_fd_sc_hd__buf_4      101        0.13
sky130_fd_sc_hd__o22ai_1      7      0.0075
sky130_fd_sc_hd__a22oi_1      2      0.0026
sky130_fd_sc_hd__nor2_1      31       0.020
sky130_fd_sc_hd__inv_1       36       0.023
sky130_fd_sc_hd__dfrtp_1     35        0.15
sky130_fd_sc_hd__o2bb2ai_1    2      0.0030
sky130_fd_sc_hd__clkbuf_1     7      0.0045
sky130_fd_sc_hd__nand3_1     10      0.0086
sky130_fd_sc_hd__nor3_1       5      0.0043
sky130_fd_sc_hd__nand2b_1     4      0.0043
sky130_fd_sc_hd__a211oi_1     3      0.0039
sky130_fd_sc_hd__a22o_1       3      0.0045
sky130_fd_sc_hd__a21boi_0     2      0.0026
sky130_fd_sc_hd__a31oi_1     11       0.012
sky130_fd_sc_hd__and4b_1      2      0.0034
sky130_fd_sc_hd__nand2_1     21       0.014
sky130_fd_sc_hd__edfxtp_1    69        0.36
sky130_fd_sc_hd__o211ai_1     4      0.0052
sky130_fd_sc_hd__a221o_1      2      0.0034
sky130_fd_sc_hd__a2bb2oi_1    5      0.0075
[registers in the layout, summed over array words and instances, names as in the netlist, 2 cells and up, named ones only]
name,count
hwdata_last,24
prec_count,16
reg_prec,16
reg_ctrl,15
haddr_last,14
bit_count,5
spi_stat,5
wait_count,5
word_count,3
nat_stat,2
[critical path: cells and delay by family, from the launching register on]
kind | cells | cell delay [ns]
buffers and inverters | 2 | 0.63
AND/OR/NAND/NOR | 1 | 0.56
AND-OR/OR-AND | 3 | 0.56
flip-flops | 1 | 0.40
adder cells (fa/ha/maj) | 1 | 0.27
[power breakdown]
group	leakage [nW]	internal (mW)	total, mW	switching (mW)
clock network	0.155	0.409	0.748	0.339
registers	1.06	1.06	1.14	0.0761
logic	1.46	0.274	0.627	0.354
total	2.68	1.75	2.51	0.769
[worst max path at each step]
stage | end | from | cells past startpoint
4_1_cts | sclk | prec_count[7] | 7
5_1_grt | sclk | prec_count[7] | 7
6_report | sclk | prec_count[7] | 7
[final cells by class]
| type | instances | area, um2 |
|---|---|---|
| Fill cell | 922 | 4970 |
| Sequential cell | 107 | 3030 |
| Multi-Input combinational cell | 359 | 2230 |
| Timing Repair Buffer | 54 | 520 |
| Clock buffer | 11 | 264 |
| Tap cell | 143 | 179 |
| Inverter | 36 | 135 |
| Clock inverter | 5 | 46.3 |
[logic make-up (layout without fill, tap and decap cells)]
logic type | Yosys count | after routing
other | 1 | 100
xor gates and xnor gates | 4 | 4
adders and majority gates | 41 | 41
AOI/OAI and AO/OA | 101 | 101
and+or+nand+nor | 109 | 109
buffers and inverters | 148 | 106
DFF | 107 | 107
muxes | 4 | 4
Power is estimated from default activity; no workload was simulated.
