## ./design.v

```verilog
module chart_unit(
    input  wire clk,
    input  wire reset_n,
    input  wire [11:0] dy,
    input  wire        [5:0]  kx,
    input  wire        [5:0]  bx,
    input  wire signed [5:0]  ky,
    input  wire signed [10:0] by,
    input  wire [15:0] color_0,
    input  wire [15:0] color_1,
    input  wire        waterfall,
    output wire [11:0] dx,
    output wire [15:0] pixel,
    output wire        pixel_wr,
    output wire        [11:0] buff_addr,
    input  wire signed [15:0] buff_data,
    input  wire        start,
    output reg         done
);
    reg  [9:0] x;
    reg        stat;
    reg        done_0, done_1;
    localparam STAT_IDLE = 2'b00;
    localparam STAT_RUN  = 2'b01;
    always @(posedge clk, negedge reset_n) begin
        if(!reset_n) begin
            x      <= 0;
            done_0 <= 1'b0;
            done_1 <= 1'b0;
            done   <= 1'b0;
            stat   <= 0;      
        end
        else begin
            case(stat)
            STAT_IDLE:begin
                if(start)
                    stat <= STAT_RUN;
            end
            STAT_RUN:begin
                if(x == 1023) begin
                    x      <= 0;
                    stat   <= STAT_IDLE;
                end
                else
                    x <= x + 1;
            end
            endcase
            done_0 <= (x == 1023);
            done_1 <= done_0;
            done   <= done_1;
        end
    end
    assign buff_addr = x;
    reg  [8:0]  x_op;
    reg  [14:0] x_prop;
    reg  [10:0] x_map;
    always @(posedge clk, negedge reset_n) begin
        if(!reset_n) begin
            x_op   <= 9'd0;
            x_prop <= 15'd0;
            x_map  <= 11'd0;
        end
        else begin
            x_op   <= x[9:1];
            x_prop <= x_op * kx;
            x_map  <= x_prop[14:4];
        end
    end
    assign dx = x_map;
    wire signed [8:0]  y_op = buff_data >>> 7;
    reg  signed [14:0] y_prop;
    wire signed [10:0] y_prop_sh = y_prop >>> 4;
    reg  signed [9:0]  y_map; 
    wire signed [10:0] y_map_u_0 = y_map + (1 << 9);
    wire        [9:0]  y_map_u   = y_map_u_0[9:0];
    always @(posedge clk, negedge reset_n) begin
        if(!reset_n) begin
            y_prop <= 14'd0;
            y_map  <= 11'd0;
        end
        else begin
            y_prop <= ky * y_op;
            y_map  <= (y_prop_sh + by) >>> 2;
        end
    end
    assign pixel_wr = waterfall ? 1'b1 : ((y_map_u) == dy);
    wire signed [4:0] r0 = color_0[4:0];
    wire signed [4:0] b0 = color_0[10:5];
    wire signed [4:0] g0 = color_0[15:10];
    wire signed [4:0] r1 = color_1[4:0];
    wire signed [4:0] b1 = color_1[9:5];
    wire signed [4:0] g1 = color_1[15:10];
    reg  signed [14:0] r_prop, b_prop;
    reg  signed [14:0] g_prop;
    wire signed [4:0]  r_prop_trim = r_prop[14:10];
    wire signed [4:0]  b_prop_trim = b_prop[14:10];
    wire signed [5:0]  g_prop_trim = g_prop[14:9];
    reg  signed [4:0]  r_map, b_map;
    reg  signed [5:0]  g_map;
    always @(posedge clk, negedge reset_n) begin
        if(!reset_n) begin
            r_prop <= 5'd0;
            b_prop <= 5'd0;
            g_prop <= 6'd0;
            r_map  <= 5'd0;
            b_map  <= 5'd0;
            g_map  <= 6'd0;
        end
        else begin
            r_prop <= r1 * y_op;
            b_prop <= b1 * y_op;
            g_prop <= g1 * y_op;
            r_map  <= (r_prop_trim + r0 + (1 << 4));
            b_map  <= (b_prop_trim + b0 + (1 << 4));
            g_map  <= (g_prop_trim + g0 + (1 << 5));
        end
    end
    assign pixel = {r_map, b_map, g_map};
endmodule
```

## ./constraint.sdc

```tcl
current_design chart_unit

set clk_period 7.0
set clk_io_pct 0.2

create_clock -name clk0 -period $clk_period [get_ports {clk}]

set non_clock_inputs [all_inputs -no_clocks]
set_input_delay [expr $clk_period * $clk_io_pct] -clock clk0 $non_clock_inputs
set_output_delay [expr $clk_period * $clk_io_pct] -clock clk0 [all_outputs]
```

## ./run.sh

```bash
#!/bin/bash
# OpenROAD 26Q1-2900-gdf79404cd8, Yosys 0.63+post, stock flow scripts
make -C /OpenROAD-flow-scripts/flow DESIGN_CONFIG=/design/flow/config.mk WORK_HOME=/design/flow/orfs finish
```

## ./config.mk

```make
export PLATFORM = sky130hd
export DESIGN_NAME = chart_unit
export DESIGN_NICKNAME = chart_unit
export VERILOG_FILES = /design/flow/design.v
export SDC_FILE = /design/flow/constraint.sdc
export NUM_CORES = 4
export LEC_CHECK = 1
export CORE_UTILIZATION = 50
```

==> run summary <==
status: completed
HPWL Detailed: 15.8 mm
Syn-to-layout area delta: 16.1%
ANT nets after route: 0
Post-synth EDFFs: 0
antenna cells: 0
layout cells sized above 1: 0.0233
largest net degree at the start of global routing: 50
clock buffer count from CTS: 9
Synth area leaders: fa_1, dfrtp_1, ha_1
crit path max fanout: 14
Post-synth ARST share: 1.00
Cell Type Count: 49
DR pass1 iterations: 7
Dominant cell area share: 0.277
clock slew seen by the registers of the worst setup and hold paths: 0.08 ns
Top FF cell, synth: dfrtp_1
via/cell ratio: 4.82
Post-synth top cells: inv_1, and2_1, fa_1
Tightest Pin Transition: 0.759 ns
vias in the first global route: 7261
first-pass GRT wire length: 34.1 mm
cell internal pwr: 2.19 mW
worst r2r src: x_op[2]$_DFF_PN0_
OpenROAD warning count: 40
Routability Congestion: 0.837
R2R depth: 12
Final Critical Period: 5.64 ns
Synth Area per Inst: 9.95 um^2
combinational share of power: 0.617
Syn. warnings: 1
setup_tns: 0 ns
initial antenna violation count: 0
origin of the worst min-delay path: x_prop[10]$_DFF_PN0_
type of the worst setup path: in2reg
CTS resizes: 0
drt first-iter violations: 160
Vias: 7337
critical path startpoint category: input port
Core Area: 0.0218 mm^2
reg-to-reg slack, setup: 2.94 ns
# Cells Yosys: 1120
WHS Endpoint: x_map[6]$_DFF_PN0_
period utilisation layout: 0.805
CP endpoint kind: flip-flop
Site Rows: 54
count of final setup violators: 0
cell type with the largest total area: fa_1
Post-Route WL: 19.5 mm
Peak supply drop: 0.000192 V
fmax: 0.177 GHz
Worst Setup SP: buff_data[9]
Max clock buf depth: 2
Yosys chip area: 0.0111 mm^2
Tot Pwr: 3.68 mW
per-cell routed wire length: 12.8 um
Pleak: 6.41 nW
Crit path required time: 7.23 ns
Clock Power Share: 0.133
die height: 151 um
residual DRC count: 0
post-CTS setup buffer count: 0
Total GRT Usage: 0.199
I/O pins: 135
P_sw: 1.49 mW
Crit path arrival time: 5.87 ns
Starting Density: 0.510
Clock Skew: 0.00792 ns
Die Wd: 151 um
global route total overflow: 0
Hold Fails Final Rpt: 0
synthesized area: 0.0111 mm^2
clk sinks: 94
post-layout util: 0.593
Registers, synthesis: 94
Seq/Total Area, Yosys: 0.211
Synth Instances: 1120
fillers: 1898
PortBufs: 116
die footprint: 0.0229 mm^2
Net Sw Frac: 0.406
power density cells: 285 mW/mm^2
RSZ-0062 raised after global routing: no
WHS Path Cells: 0
Relative slew margins: 0.493
Clock Latency Late Sink: 0.35 ns
Hold-fix buffers, CTS: 0
Yosys top cell by instances: inv_1
Max Cap Viol: 0
min-delay worst type: reg2reg
part of the power in registers: 0.250
clock root buffer: clkbuf_16
final slew viol count: 0
CTS tree: yes
H-tree depth: 3
r2r endpoint: x_prop[13]$_DFF_PN0_
==> per-stage QoR <==
step	hold slack [ns]	area, um^2	instances	setup slack (ns)
2_1_floorplan	0.331	11100	1122	1.72
3_3_place_gp	0.333	12600	1506	0.993
3_5_place_dp	0.336	12600	1506	0.963
4_1_cts	0.353	12900	1522	1.33
5_1_grt	0.366	12900	1522	1.02
6_report	0.350	12900	1522	1.36
==> worst max-delay path: stages <==
cell and delay, ns:
clkdlybuf4s50_1 0.86, nand2_1 0.17, fa_1 0.59, fa_1 0.43, fa_1 0.49, inv_1 0.05, fa_1 0.36, ha_1 0.34
nor2b_1 0.15, o211ai_1 0.17, a21boi_1 0.11, o41ai_1 0.45, o21ai_1 0.16, xnor2_1 0.15
==> placed cells by master (no fill, tap or decap), types with 10 or more instances in the layout <==
master / count
xor2_1: 28
xnor2_1: 58
inv_1: 222
buf_4: 10
and2_1: 155
nor2_1: 50
dfrtp_1: 94
clkdlybuf4s50_1: 115
fa_1: 154
ha_1: 137
a21oi_1: 28
o21ai_1: 12
nand2_1: 49
nand4_1: 12
nand2b_1: 11
==> cells by family (layout without fill, tap and decap cells) <==
kind of cell	Yosys count	count (layout)	synth area share
other	1	3	0.000337
xor gates and xnor gates	86	86	0.0676
buffers and inverters	246	366	0.0839
muxes	2	2	0.00191
AOI/OAI and AO/OA	92	92	0.0533
DFF	94	94	0.211
adders and majority gates	291	291	0.431
and+or+nand+nor	308	308	0.151
==> power groups by stage <==
| stage | clock (mW) | sequential [mW] | combinational [mW] |
|---|---|---|---|
| 6_report | 0.491 | 0.919 | 2.27 |
| 4_1_cts | 0.516 | 0.924 | 2.33 |
| 5_1_grt | 0.536 | 0.948 | 2.68 |
==> worst max-delay path by stage <==
stage / to / slack, ns
after global routing: y_prop[14]$_DFF_PN0_ / 1.02
after CTS: y_prop[14]$_DFF_PN0_ / 1.33
final: y_prop[14]$_DFF_PN0_ / 1.36
==> flip-flops by register name, summed over array words and instances, names as in the netlist, 4 cells and up <==
signal,cells
x_map,11
r_map,5
y_map,9
y_prop,11
b_prop,4
x,10
g_map,6
x_prop,11
g_prop,5
x_op,9
r_prop,4
b_map,5
==> per-layer routing <==
| metal | track usage | wire length (um) | vias to the layer above |
|---|---|---|---|
| li1 | - | - | 3688 |
| met5 | 0 | 0 | - |
| met1 | 0.319 | 9370 | 3524 |
| met3 | 0.0347 | 926 | 9 |
| met4 | 0.0115 | 148 | 0 |
| met2 | 0.315 | 9060 | 116 |
==> layout make-up <==
| cell class | count | area, um^2 | share of cell area |
|---|---|---|---|
| clock buffers | 9 | 225 | 0.0174 |
| clock inverters | 7 | 73.8 | 0.00571 |
| inverters | 225 | 845 | 0.0653 |
| multi-input cells | 782 | 7860 | 0.608 |
| flip-flops and latches | 94 | 2350 | 0.182 |
| well taps | 280 | 350 | 0.0271 |
| repair buffers | 125 | 1230 | 0.0948 |
Power figures rest on the tool's default switching activity, not on a simulated workload.
